`flow/run.sh`:
```
#!/bin/bash
# OpenROAD 26Q1-2900-gdf79404cd8, Yosys 0.63+post, stock flow scripts
make -C /OpenROAD-flow-scripts/flow DESIGN_CONFIG=/design/flow/config.mk WORK_HOME=/design/flow/orfs finish
```
`flow/config.mk`:
```
export PLATFORM = sky130hd
export DESIGN_NAME = sr_p2s
export DESIGN_NICKNAME = sr_p2s
export VERILOG_FILES = /design/flow/design.v
export SDC_FILE = /design/flow/constraint.sdc
export NUM_CORES = 4
export LEC_CHECK = 1
export CORE_AREA = 10 10 70 70
export DIE_AREA = 0 0 80 80
```
`flow/constraint.sdc`:
```
current_design sr_p2s

set clk_period 2.4
set clk_io_pct 0.2

create_clock -name clk0 -period $clk_period [get_ports {clk}]

set non_clock_inputs [all_inputs -no_clocks]
set_input_delay [expr $clk_period * $clk_io_pct] -clock clk0 $non_clock_inputs
set_output_delay [expr $clk_period * $clk_io_pct] -clock clk0 [all_outputs]
```
`flow/design.v`:
```
module sr_p2s (  
    input reset,
    input clk,
    input [7:0] data_in,
    input load,
    output reg data_out,
    output reg ready
);
reg [2:0] size;
reg [7:0] data_out_reg;
always @(posedge clk) begin
    if (reset) begin
        size = 0;
        data_out_reg = 0;
    end else if (load) begin
        size = 7;
        data_out_reg = data_in;
    end else if (size != 0) begin
        size = size - 1;
        data_out_reg = {data_out_reg[6:0], 1'b0};
    end else begin
        data_out_reg = 0;
    end
    ready = (size == 0);
    data_out = data_out_reg[7];
end
endmodule
```
==> flow_summary.yaml <==
# yosys + openroad results
run_status:
  outcome: "finished clean"
worst_setup_path:
  critPathSlowestCell: "clkdlybuf4s50_1"
  critPathKind: "flip-flop to output pin"
  path_depth: 1
  path_max_fanout: 1
  worst-path-buf-inv: 1
  crit_family: "buffers and inverters"
  ff2ff_path_depth: 6
  critPathMaxStageDelay_ps: 460
  cp.required_ps: 1920
  cp-end-kind: "output pin"
  critPathLaunchType: "flip-flop"
  crit_arrival_ps: 1040
  cp_cell_sequence: "clkdlybuf4s50_1"
die:
  chipHeight_um: 80
  ios: 13
  fp_util: 0.134
  fp-row-count: 21
  chipArea_sq_um: 6400
  core-area_sq_um: 3420
  die_x_um: 80
cells_and_area:
  drive_gt1_frac: 0.0806
  logic_area_sq_um: 194
  n_fill_cell: 387
  final_cell_mix: "nor2_1 (12), dfxtp_1 (12), clkdlybuf4s50_1 (12)"
  register_area_sq_um: 240
  area_growth_pct: 44.4
  largest_reg_flops: 8
  stdcell_area_sq_um: 663
pwr:
  pwr-share-comb: 0.159
  finalPower_mw: 0.445
  powerDensity_nw_per_um2: 672
  swShare: 0.227
  switchingPower_mw: 0.101
  peakVddDrop_v: 0.000209
  seq_power_share: 0.490
  p_leak_nw: 0.269
  power.share.clock: 0.351
  intPower_mw: 0.344
cts:
  cts-htree-levels: 1
  cts-resized-gates: 0
  postCtsSetupRepairBufs: 0
  cts_buffers: 3
  clk_latency_ps: 270
  clockRootBuffer: "clkbuf_4"
  clock-sinks: 12
  cts_tree: "built"
  cts.path.max_buffers: 2
  clkTransAtPathRegs_ps: 80
  holdBufCountCts: 0
grt:
  grtUsageTotal: 0.0340
  globalRoute.totalOverflow: 0
  antenna_found_initial: 0
  grt_max_degree: 13
  grt_pass1_vias: 368
  grt_pass1_wl_mm: 1.71
drt:
  num_vias: 355
  wire_per_inst_um: 9.55
  drt_first_pass_iters: 2
  first_iter_violations: 5
  vias_per_cell: 3.29
  antenna_cells: 0
  wl_mm: 1.03
  drc: 0
  ant_nets: 0
logic_synthesis:
  ys_seq_elements: 12
  ys_warn_count: 1
  syn_area_per_cell_sq_um: 9.57
  synth_cell_type_count: 13
  netlist_instances: 48
  syn_area_sq_um: 459
  synth_seq_share: 0.523
  ys_area_sq_um: 459
  synth_stat.cells: 48
final_timing:
  rsz0062_at_grt: "false"
  finalSetupViolCount: 0
  maxSlewViolCount: 0
  finalCritPeriodShare: 0.633
  max_clock_freq_ghz: 0.658
  relSlewSlack: 0.708
  final_hold_viol_count: 0
  fin_setup_tns_ps: 0
  skew_ps: 5.08
  fin_crit_ps: 1520
  tightestPinTransition_ps: 436
flow_run:
  tool_warnings: 27
  cap_violations: 0
placement:
  dpl_cell_area_sq_um: 627
  gp_congestion: 0.690
  io_buffers: 12
  hpwl_um: 819
min_path:
  holdPathStages: 2
  hold_class: "flip-flop to flip-flop"
final cells by class:
cell class | count | area share
tap | 46 | 0.0868
sequential | 12 | 0.362
timing repair buffer | 12 | 0.181
multi-input combinational | 30 | 0.292
inverter | 4 | 0.0226
clock buffer | 4 | 0.0547
logic make-up (layout without fill, tap and decap cells):
kind of cell / count (synthesis) / count (layout) / synth area share
muxes: 1 / 1 / 0.0218
buffers and inverters: 6 / 20 / 0.0545
AOI/OAI and AO/OA: 9 / 9 / 0.142
xor gates and xnor gates: 1 / 1 / 0.0191
adders and majority gates: 3 / 3 / 0.0818
and+or+nand+nor: 16 / 16 / 0.158
DFF: 12 / 12 / 0.523
layer usage:
metal  global-route usage  share of wire
met5                    0              0
met3               0.0216          0.087
met1               0.0446           0.49
met4              0.00880          0.013
met2               0.0449           0.41
power by group through the flow:
stage	Sequential [mW]	Clock, mW	Combinational [mW]
after CTS	0.218	0.161	0.0719
after global routing	0.220	0.171	0.0810
final	0.218	0.156	0.0708
final timing paths:
check	startpoint	end	slack (ps)
setup reg to reg	size[0]$_DFF_P_	data_out_reg[3]$_SDFF_PP0_	940
setup / recovery	data_out$_SDFF_PP0_	data_out	880
hold / removal	data_out_reg[6]$_SDFF_PP0_	data_out$_SDFF_PP0_	470
hold reg to reg	data_out_reg[6]$_SDFF_PP0_	data_out$_SDFF_PP0_	470
synth_stat cells (all sizes together):
library cell / n / area [sq um]
nor2: 13 / 51.3
dfxtp: 12 / 240
a22oi: 7 / 52.6
inv: 4 / 15.0
ha: 3 / 37.5
buf: 2 / 10.0
nand2b: 2 / 12.5
a21o: 1 / 7.51
a21oi: 1 / 5.00
and3b: 1 / 8.76
mux2i: 1 / 10.0
xnor2: 1 / 8.76
worst reg2reg max path, stage by stage, from the launching register on:
cell	delay, ps
dfxtp_1	390
inv_1	60
ha_1	220
ha_1	250
nor2_2	250
a22oi_1	120
nor2_1	110
metrics by stage:
stage | worst slack, ps | std cells | hold WS [ps] | util
2_1_floorplan | 1120 | 48 | 443 | -
3_3_place_gp | 700 | 104 | 455 | 0.184
3_5_place_dp | 630 | 104 | 458 | 0.184
4_1_cts | 854 | 108 | 480 | 0.194
5_1_grt | 758 | 108 | 502 | 0.194
6_report | 880 | 108 | 471 | 0.194
Power figures rest on the tool's default switching activity, not on a simulated workload.
