===== design/flow/design.v =====
module spi_main (
    input clk,
    input reset,
    input [7:0] data_in,
    input load,
    output reg [7:0] data_out,
    output reg ready,
    output reg done,
    output reg mosi,
    input miso,
    output reg sclk,
    output reg cs
);
reg [2:0] bit_count;
reg [7:0] temp_data_out;
reg toggle_sclk;
always @(posedge clk) begin
    if (reset) begin
        bit_count <= 3'b111;  
        done <= 0;
        ready <= 0;
        mosi <= 0;
        sclk <= 0;
        cs <= 1;  
        toggle_sclk <= 0;
        temp_data_out <= 0;
    end
    else if (load) begin
        cs <= 0;  
        temp_data_out <= data_in;  
        bit_count <= 3'b111;  
    end
    else if (!cs) begin
        if (bit_count != 3'b111 || toggle_sclk) begin  
            toggle_sclk <= !toggle_sclk;  
            sclk <= toggle_sclk;  
            if (toggle_sclk) begin
                mosi <= temp_data_out[7];  
                temp_data_out <= temp_data_out << 1;  
                temp_data_out[0] <= miso;  
                if (bit_count == 0) begin
                    cs <= 1;  
                    done <= 1;  
                    ready <= 1;  
                    data_out <= temp_data_out;  
                end
                bit_count <= bit_count - 1;  
            end
        end
    end
    else begin
        done <= 0;
        ready <= 0;
    end
end
endmodule

===== design/flow/run.sh =====
#!/bin/bash
# OpenROAD 26Q1-2900-gdf79404cd8, Yosys 0.63+post, stock flow scripts
make -C /OpenROAD-flow-scripts/flow DESIGN_CONFIG=/design/flow/config.mk WORK_HOME=/design/flow/orfs finish

===== design/flow/config.mk =====
export PLATFORM = sky130hd
export DESIGN_NAME = spi_main
export DESIGN_NICKNAME = spi_main
export VERILOG_FILES = /design/flow/design.v
export SDC_FILE = /design/flow/constraint.sdc
export NUM_CORES = 4
export LEC_CHECK = 1
export CORE_AREA = 10 10 104 104
export DIE_AREA = 0 0 114 114

===== design/flow/constraint.sdc =====
current_design spi_main

set clk_period 2.1
set clk_io_pct 0.2

create_clock -name clk0 -period $clk_period [get_ports {clk}]

set non_clock_inputs [all_inputs -no_clocks]
set_input_delay [expr $clk_period * $clk_io_pct] -clock clk0 $non_clock_inputs
set_output_delay [expr $clk_period * $clk_io_pct] -clock clk0 [all_outputs]

==> Changelog: implementation <==
## Flow update

- Status: complete, no violations
- Number of setup buffers added after CTS: 0
- Total clock sinks: 24
- Yosys stat chip area: 0.001033 mm^2
- Worst R2R Path Depth: 3
- Cells after Synth: 91
- Worst hold path depth: 0
- Slowest cell on the critical path: clkdlybuf4s50_1
- Data arrival time of the critical path: 1.31 ns
- Diode count: 0
- Placer Congestion: 0.7790
- Largest net degree at the start of global routing: 21
- Largest stage delay on the critical path: 0.53 ns
- Uppermost layer routed: met4
- Final WL: 2360 um
- Area growth syn-to-layout: 41.53%
- Most area-consuming cells after synthesis: dfxtp_1 (31%), edfxtp_1 (23%), a2111oi_2 (10%)
- Post-synthesis register bit count: 24
- Type of the most critical hold path: reg2reg
- Worst vdd rail ir drop: 288.8 uV
- Final cycle utilization of the critical path: 82.40%
- Most common cell in the synthesized netlist: nor2_1
- Wire length of the first global-routing pass: 3898 um
- Leakage power figure: 0.4916 nW
- Cell accounting for the most synthesized area: dfxtp_1
- Hold path endpoint: data_out[0]
- Setup repair after global routing missed its margin: false
- Fin Setup TNS: 0 ns
- # setup viols final: 0
- Antenna violations before repair: 0
- Detailed-route vias per instance: 3.321
- H-tree level count: 1
- Library cells used by synthesis: 29
- Tightest Pin Transition: 0.5944 ns
- Fraction of synthesis flops using an asynchronous set or reset pin: 0%
- Mean routed wirelength per cell: 10.54 um
- Worst hold start: temp_data_out[0]
- CTS clk-pin slew, worst paths: 0.09 ns
- Setup slack on the worst flop-to-flop path: 0.65 ns
- Sum of buffers and inverters on the critical path: 1
- Final Hold Vio Count: 0
- CP Capture Type: primary output
- Bufs on Longest Clock Path: 2
- Number of global-route vias before repair: 715
- Routed wl met3: 293 um
- Buffers added on ports: 24
- Metal1 wirelength: 1054 um
- Via Count: 744
- Worst relative slew slack: 60.29%
- Root buffer cell: clkbuf_8
- Site Rows: 34
- Dominant cell area share: 30.99%
- Count of library flops with an enable pin: 8
- Log Warnings: 27
- Reg-to-Reg End: temp_data_out[7]
- Overflow after GRT: 0
- Number of nets with antenna violations after detailed routing: 0
- Cell total in the yosys stat output: 91
- Syn avg cell area: 11.36 um^2
- Data required time at the worst endpoint: 1.68 ns
- Sequential-to-total area share from yosys stat: 54.24%
- # DRC: 0
- Power Total: 0.9784 mW
- Cell family contributing the most delay on the critical path: buffers and inverters
- Shortest period the worst path allows: 1.730 ns
- Warning count from the yosys run: 1
- Critical-path maximum fanout: 7
- Finished Core Util: 16.85%
- CTS tree: yes
- Clock buffer count from CTS: 3
- Detailed route wirelength on metal2: 1001 um
- Violation count after the first detailed-route iteration: 33
- Ratio of total power to cell area: 668.9 mW/mm^2
- Fraction of final layout cells sized beyond drive strength 1: 16.38%
- Top cells by instance count after synthesis: nor2_1 (19), dfxtp_1 (16), edfxtp_1 (8)
- Number of gates given a new drive strength after cts: 0
- Max-slew violations: 0
- Detailed placer's ending HPWL: 1841 um
- Worst-Skew Late Latency: 0.26 ns
- Die outline area: 0.01300 mm^2
- Synthesized cell area: 0.001033 mm^2
- Post-route clock skew: 0.005847 ns
- Floorplan core area: 0.008678 mm^2
- First drt pass iteration count: 4
- Setup Crit Path Kind: reg2out
- Horizontal die dimension: 114 um
- Nature of the critical path startpoint: flop
- Total of hold buffers inserted after clock tree synthesis: 0
- Starting utilization of the core area: 11.91%
- Critical-path cell list: clkdlybuf4s50_1
- All-Layer GR Usage: 3.767%
- Fill count: 965
- Max-cap violations: 0
- Ports placed on the boundary: 25
- Maximum achievable frequency: 577.9 MHz
- Dominant register cell in the synthesized netlist: dfxtp_1
- Launch instance of the worst register-to-register path: cs
- Die Span Y: 114 um
final cells by class:
type	instances	area, um^2	area share (%)
clock buffers	3	41.29	2.823
clock inverters	1	30.03	2.053
inverters	3	11.26	0.7699
multi-input cells	58	421.7	28.83
flip-flops and latches	24	560.5	38.32
well taps	108	135.1	9.239
repair buffers	27	262.8	17.96
power by group:
part,leakage (nW),internal [mW],total [mW],switching (mW)
Clock,0.0357,0.255,0.398,0.143
Sequential,0.205,0.492,0.504,0.0121
Combinational,0.251,0.0409,0.0767,0.0358
Total,0.492,0.787,0.978,0.191
state kept, by name, indices dropped and copies added, names as in the netlist:
signal	count
done	1
sclk	1
mosi	1
bit_count	3
toggle_sclk	1
data_out	8
temp_data_out	8
cs	1
layout by cell type, fill, tap and decap left out, types with 3 or more instances in the layout:
cell type	count
nor2_1	19
nor3_1	5
o21ai_0	4
ha_1	3
dfxtp_1	16
clkdlybuf4s50_1	24
a21oi_1	3
clkbuf_8	3
a2111oi_2	7
buf_4	3
edfxtp_1	8
kinds of logic after synthesis:
group	Yosys count	synth area share [%]
buffers and inverters	9	4.963
AND/OR/NAND/NOR	34	17.31
multiplexers	2	1.937
adder cells (fa/ha/maj)	3	3.632
XOR/XNOR	1	0.8476
flip-flops	24	54.24
AND-OR/OR-AND	18	17.07
how the worst max path moves through the flow:
| stage | slack (ns) | start | cells after the start | end |
|---|---|---|---|---|
| after CTS | 0.34 | cs | 1 | cs |
| after global routing | 0.29 | cs | 1 | cs |
| final | 0.37 | cs | 1 | cs |
per-layer routing:
layer / vias up / global-route usage (%)
met5: - / 0
met4: 0 / 0.1671
met3: 2 / 2.339
met2: 20 / 5.353
met1: 343 / 5.013
li1: 379 / -
through the flow:
stage | worst slack [ns] | cells | area [um^2] | hold WS (ns)
3_3_place_gp | 0.2112 | 220 | 1391 | 0.4466
2_1_floorplan | 0.1740 | 91 | 1033 | 0.4302
3_5_place_dp | 0.1984 | 220 | 1391 | 0.4432
5_1_grt | 0.2870 | 224 | 1463 | 0.4780
6_report | 0.3696 | 224 | 1463 | 0.4611
4_1_cts | 0.3362 | 224 | 1463 | 0.4639
Power figures rest on the tool's default switching activity, not on a simulated workload.
