**/design/flow/config.mk**
```make
export PLATFORM = sky130hd
export DESIGN_NAME = spi_sub
export DESIGN_NICKNAME = spi_sub
export VERILOG_FILES = /design/flow/design.v
export SDC_FILE = /design/flow/constraint.sdc
export NUM_CORES = 4
export LEC_CHECK = 1
export CORE_AREA = 10 10 99 99
export DIE_AREA = 0 0 109 109
```
**/design/flow/constraint.sdc**
```tcl
current_design spi_sub

set clk_period 3.3
set clk_io_pct 0.2

create_clock -name clk0 -period $clk_period [get_ports {sclk}]

set non_clock_inputs [all_inputs -no_clocks]
set_input_delay [expr $clk_period * $clk_io_pct] -clock clk0 $non_clock_inputs
set_output_delay [expr $clk_period * $clk_io_pct] -clock clk0 [all_outputs]
```
**/design/flow/design.v**
```verilog
module spi_sub (
    input reset,
    input [7:0] data_in,
    input load,
    output reg [7:0] data_out,
    output reg ready,
    output reg done,
    input mosi,
    output reg miso,
    input sclk,
    input cs
);
reg [7:0] shift_reg_in;  
reg [7:0] shift_reg_out;  
reg [2:0] bit_count = 0;  
reg load_reg = 0;  
always @(negedge sclk or posedge reset) begin
    if (reset) begin
        shift_reg_in <= 0;
        shift_reg_out <= 0;
        data_out <= 0;
        ready <= 0;
        done <= 0;
        miso <= 1'b0;
        bit_count <= 0;
        load_reg <= 0;
    end else if (!cs) begin
        if (load && !load_reg) begin
            shift_reg_out <= data_in;
            load_reg <= 1;
            done <= 1;  
        end else if (load_reg) begin
            if (bit_count < 8) begin
                miso <= shift_reg_out[7];  
                shift_reg_out <= shift_reg_out << 1;  
                shift_reg_in <= (shift_reg_in << 1) | mosi;  
                bit_count <= bit_count + 1;
            end
            if (bit_count == 7) begin
                ready <= 1;  
                data_out <= shift_reg_in;  
                bit_count <= 0;  
                load_reg <= 0;  
            end
        end
    end else if (cs) begin
        done <= 0;
        ready <= 0;
    end
end
endmodule
```
**/design/flow/run.sh**
```bash
#!/bin/bash
# OpenROAD 26Q1-2900-gdf79404cd8, Yosys 0.63+post, stock flow scripts
make -C /OpenROAD-flow-scripts/flow DESIGN_CONFIG=/design/flow/config.mk WORK_HOME=/design/flow/orfs finish
```
==> run summary <==
Results of the flow run.

The number of different library cells used by synthesis comes to 20. The fraction of final layout cells with drive strength greater than 1 stands at 0.252. The setup path with the least slack is of type register to output pin.

The synthesis report names the predominant flop master as dfrtn_1. The number of vias in the routed layout stands at 894. The global-route wire length before repair stands at 4.70 mm. The initial antenna violation count stands at 0.

In this run the remaining antenna-violating nets after routing total 0. Wires add up to 2.64 mm. The number of design rule violations left after detail routing stands at 0. The starting density of the core stands at 0.179. The critical path ends at miso. The tightest min-delay check is of the register to register type. Before antenna repair, the detailed router went through 3 iterations. The static leakage power stands at 0.887 nW. Per the STA report, the cell with the highest stage delay on the worst path is dfrtn_1.

Synthesis produced a netlist whose cell count is 102. Of the total power, combinational logic draws 0.334. The kind of cell with the highest combined delay along the critical path is flip-flops. After layout, the setup clock skew is reported as between 2 and 2.5 ps. The final number of setup-violating endpoints stands at 0. Across the VDD grid, the largest voltage drop is between 0.2 and 0.25 mV. By area the synthesized netlist is led by dfrtn_1 56%, mux2_4 8.7%, mux2_1 8.2%. Setup repair after global routing left no endpoint under its margin. The headroom to the max-slew limit stands at 0.441. The placement report lists the number of port buffers as 23. The buffer and inverter count on the worst path stands at 1. TritonCTS built the clock tree. In this run the critical register-to-register path is launched from load_reg. The number of synthesized flops with an enable pin stands at 0. Of the total power, registers draw 0.465.

For this run, the detailed router reports a per-instance via density of 3.71. After floorplanning, the die was sized to cover 11900 µm². The number of cell rows stands at 32.

The final timing report lists a max-slew violation count of 0. The half-perimeter wire length after placement stands at 1.80 mm. Sorting the synthesized cells by how often they occur yields 31 x dfrtn_1, 10 x inv_1, 10 x mux2_1, 8 x mux2_4. The wire length per cell stands at 11.0 µm. The height of the die stands at 109 µm.

The switching power as a share of total power stands at 0.272. The slew at the pin closest to its max-slew limit stands at 838 ps. The worst stage delay on the critical path stands at around 420 ps.

After synthesis, the design contains slightly above 100 cells according to Yosys. The largest registers in the layout are data_out: 8 flops, shift_reg_in: 8 flops, shift_reg_out: 8 flops. Global routing finished with a remaining overflow of 0. The worst register-to-register path ends at data_out[0]. The cell sitting at the root of the clock tree is a clkbuf_8. The power consumption stands at ~1.5 mW.

The logic depth of the worst path, buffers included stands at 1. The number of warnings reported in the yosys synthesis log stands at 1. The worst setup path is captured at an output pin.

In this run the mean area of a mapped cell was 13.5 µm². The synthesis report gives the async set-or-reset register share as 1.00. The number of synthesized register bits stands at 31. Looking at the gate-level netlist, the highest instance count belongs to dfrtn_1.

The share of power burned in the clock network stands at 0.201. Counting endpoints that fail hold in the final report gives 0. The area growth from synthesis to layout is 40.9%. The overall fraction of global-route tracks in use stands at 0.0487. Hold timing on the final database bottoms out at a slack of 444 ps.

The proportion of netlist area held by the largest area contributor stands at 0.562. On the reported timing paths, the clock transition at the registers reads 40 ps. At the worst endpoint, the required time is 2640 ps. The setup check on the worst reg-to-reg path leaves a slack of 1490 ps. Antenna repair during routing inserted a diode count of 0. The internal power contribution stands at 1.07 mW. OpenROAD emitted warnings numbering 25. Adding up every negative setup slack in the final design gives 0 ps. According to the timing report, the critical path is launched from miso. In this run the power density over the cells is 755 nW/µm². Pin placement for this block handled 24 I/O pins. The routability-driven placement congestion ratio stands at just under 0.8. The die outline width stands at 109 µm. The detailed router finished its first iteration with 11 violations. At the worst endpoint, the arrival time is 2560 ps.

The longest clock path from root to sink contains 2 buffers. The area of the synthesized netlist per yosys stat stands at approximately 1400 µm². Entering global routing, the biggest net connects 32 pins.

The run reported a max-capacitance violation count of 0. Of all cell types, the one taking the most synthesized area is dfrtn_1. The reported net switching power stands at 399 µW. In this run the standard cell core region covers 7730 µm². For reference, the critical path cell chain is dlygate4sd2_1. The path depth of the worst reg2reg path stands at 2. STA classifies the critical path startpoint as a register. The run finished with clean final reports. The total clock buffers created by CTS stands at 5. The proportion of synthesized chip area in sequential cells stands at 0.562. The H-tree was split into 2 levels. The combined area of all synthesized cells stands at 1380 µm². Counting tap cells, the placed design contains a total of 226 instances. The number of sinks driven by the clock tree stands at 31. The via count of the first global-routing pass was 997.

The finished layout holds 241 standard cells, fillers aside. The biggest fanout along the worst timing path stands at 2. The clock latency on the worst-skew pair stands at 280 ps.
==> what timing repair did <==
action | in CTS | in global routing
resized | 13 | 4
setup endpoints to repair | 33 | 8
setup buffers | 8 | 0
hold buffers | 0 | 0
==> cells by family (layout without fill, tap and decap cells) <==
logic type | after synthesis | count (layout) | share of synthesized area
buffers and inverters | 16 | 53 | 0.0489
flip-flops | 31 | 31 | 0.562
multiplexers | 20 | 20 | 0.185
AND-OR/OR-AND | 12 | 12 | 0.0661
adder cells (fa/ha/maj) | 2 | 2 | 0.0181
AND/OR/NAND/NOR | 21 | 21 | 0.120
==> through the flow <==
stage          worst slack (ps)  utilization  instance area (µm²)
5_1_grt                    16.0        0.252                 1950
3_5_place_dp               -391        0.231                 1780
6_report                   77.1        0.252                 1950
2_1_floorplan               122            -                 1380
4_1_cts                    27.1        0.249                 1920
3_3_place_gp               -363        0.231                 1780
==> cell usage in the layout, fill, tap and decap left out <==
| cell type | instances |
|---|---|
| clkbuf_8 | 6 |
| dlygate4sd2_1 | 12 |
| buf_12 | 3 |
| nand2b_4 | 1 |
| o21a_1 | 1 |
| mux2_4 | 8 |
| inv_1 | 10 |
| nand2b_1 | 1 |
| clkinv_2 | 1 |
| nor2b_1 | 2 |
| a32o_1 | 1 |
| clkdlybuf4s50_1 | 10 |
| nand3b_4 | 1 |
| a211oi_1 | 7 |
| ha_1 | 2 |
| mux2_1 | 10 |
| buf_4 | 10 |
| nor3b_1 | 7 |
| a21oi_1 | 2 |
| o21bai_4 | 1 |
| dlymetal6s2s_1 | 1 |
| mux2_2 | 2 |
| nor4b_1 | 5 |
| nor2_1 | 2 |
| nor4b_2 | 2 |
| dfrtn_1 | 31 |
==> power by group through the flow <==
stage	combinational, mW	sequential, mW	clock (mW)
after CTS	0.504	0.681	0.302
after global routing	0.565	0.710	0.328
final	0.491	0.683	0.295
==> how the worst min path moves through the flow <==
stage	from	endpoint	slack (ps)	cells after the start
global route	data_out[0]	data_out[0]	460	1
CTS	shift_reg_in[7]	shift_reg_in[7]	450	1
finish	ready	ready	440	2
==> layer usage <==
layer	track usage	vias up	routed length (µm)
li1	-	440	-
met1	0.0697	425	1300
met2	0.0677	23	1060
met3	0.0221	6	240
met4	0.00659	0	36
met5	0	-	0
==> layout make-up <==
class / instances / area [µm²]
clock buffer: 6 / 82.6
clock inverter: 1 / 5.00
fill: 792 / 5780
inverter: 10 / 37.5
multi-input combinational: 55 / 566
sequential: 31 / 776
tap: 102 / 128
timing repair buffer: 36 / 353
No activity file was given, so power comes from the tool's default toggle rates.
